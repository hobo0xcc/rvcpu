==> flow/design.v <==
`timescale 1ns / 1ps
module bram(
    input logic clk,
    input logic [3:0] strb,
    input logic [31:0] write_data,
    output logic [31:0] read_data,
    input logic [31:0] write_addr,
    input logic [31:0] read_addr,
    input logic write_enable,
    input logic read_enable,
    output logic [14:0] axi_araddr,
    output logic [2:0] axi_arprot,
    input logic axi_arready,
    output logic axi_arvalid,
    output logic [14:0] axi_awaddr,
    output logic [2:0] axi_awprot,
    input logic axi_awready,
    output logic axi_awvalid,
    output logic axi_bready,
    input logic [1:0] axi_bresp,
    input logic axi_bvalid,
    input logic [31:0] axi_rdata,
    output logic axi_rready,
    input logic [1:0] axi_rresp,
    input logic axi_rvalid,
    output logic [31:0] axi_wdata,
    input logic axi_wready,
    output logic [3:0] axi_wstrb,
    output logic axi_wvalid,
    output logic axi_aresetn
    );
    assign axi_aresetn = 1'b1;
    logic reset = 1'b0;
    typedef enum logic [31:0] {
        WAIT,
        WAIT_MEM,
        WAIT_MEM2,
        READ_COMPLETE,
        WRITE_COMPLETE
    } BramState;
    BramState state = WAIT;
    task reset_value();
        axi_arvalid <= 1'b0;
        axi_rready <= 1'b0;
        axi_awvalid <= 1'b0;
        axi_wvalid <= 1'b0;
        axi_bready <= 1'b0;
    endtask
    always_ff @(posedge clk) begin
        if (state == WAIT) begin
            if (axi_wvalid) begin
                state <= WAIT_MEM;
            end else if (axi_arvalid) begin
                state <= WAIT_MEM;
            end
        end else if (state == WAIT_MEM) begin
            if (axi_wready) begin
                state <= WRITE_COMPLETE;
            end else if (axi_arready) begin
                axi_rready <= 1'b1;
                state <= WAIT_MEM2;
            end else ;
        end else if (state == WAIT_MEM2) begin
            if (axi_rvalid) begin
                state = READ_COMPLETE;
            end
        end else if (state == WRITE_COMPLETE) begin
            reset_value();
            state <= WAIT;
        end else if (state == READ_COMPLETE) begin
            read_data <= axi_rdata;
            reset_value();
            state <= WAIT;
        end
    end
    always @(posedge write_enable) begin
        axi_awaddr <= write_addr[14:0];
        axi_awprot <= 3'b000;
        axi_awvalid <= 1'b1;
        axi_wdata <= write_data;
        axi_wstrb <= strb;
        axi_wvalid <= 1'b1;
        axi_bready <= 1'b1;
    end
    always @(posedge read_enable) begin
        axi_araddr <= read_addr[14:0];
        axi_arprot <= 3'b000;
        axi_arvalid <= 1'b1;
    end
endmodule
`timescale 1ns / 1ps
module bram_wrapper(
    input wire clk,
    input wire [3:0] strb,
    input wire [31:0] write_data,
    output wire [31:0] read_data,
    input wire [31:0] write_addr,
    input wire [31:0] read_addr,
    input wire write_enable,
    input wire read_enable,
    output wire [14:0] axi_araddr,
    output wire [2:0] axi_arprot,
    input wire axi_arready,
    output wire axi_arvalid,
    output wire [14:0] axi_awaddr,
    output wire [2:0] axi_awprot,
    input wire axi_awready,
    output wire axi_awvalid,
    output wire axi_bready,
    input wire [1:0] axi_bresp,
    input wire axi_bvalid,
    input wire [31:0] axi_rdata,
    output wire axi_rready,
    input wire [1:0] axi_rresp,
    input wire axi_rvalid,
    output wire [31:0] axi_wdata,
    input wire axi_wready,
    output wire [3:0] axi_wstrb,
    output wire axi_wvalid,
    output wire axi_aresetn
    );
    bram _bram(
    .clk(clk),
    .strb(strb),
    .write_data(write_data),
    .read_data(read_data),
    .write_addr(write_addr),
    .read_addr(read_addr),
    .write_enable(write_enable),
    .read_enable(read_enable),
    .axi_araddr(axi_araddr),
    .axi_arprot(axi_arprot),
    .axi_arready(axi_arready),
    .axi_arvalid(axi_arvalid),
    .axi_awaddr(axi_awaddr),
    .axi_awprot(axi_awprot),
    .axi_awready(axi_awready),
    .axi_awvalid(axi_awvalid),
    .axi_bready(axi_bready),
    .axi_bresp(axi_bresp),
    .axi_bvalid(axi_bvalid),
    .axi_rdata(axi_rdata),
    .axi_rready(axi_rready),
    .axi_rresp(axi_rresp),
    .axi_rvalid(axi_rvalid),
    .axi_wdata(axi_wdata),
    .axi_wready(axi_wready),
    .axi_wvalid(axi_wvalid),
    .axi_aresetn(axi_aresetn)
    );
endmodule
==> flow/run.sh <==
#!/bin/bash
# OpenROAD 26Q1-2900-gdf79404cd8, Yosys 0.63+post, stock flow scripts
make -C /OpenROAD-flow-scripts/flow DESIGN_CONFIG=/design/flow/config.mk WORK_HOME=/design/flow/orfs finish
==> flow/config.mk <==
export PLATFORM = sky130hd
export DESIGN_NAME = bram_wrapper
export DESIGN_NICKNAME = bram_wrapper
export VERILOG_FILES = /design/flow/design.v
export SDC_FILE = /design/flow/constraint.sdc
export NUM_CORES = 4
export LEC_CHECK = 1
export CORE_AREA = 10 10 130 130
export DIE_AREA = 0 0 140 140
==> flow/constraint.sdc <==
current_design bram_wrapper

set clk_period 5.0
set clk_io_pct 0.2

create_clock -name clk0 -period $clk_period [get_ports {clk}]
create_clock -name clk1 -period $clk_period [get_ports {read_enable}]
create_clock -name clk2 -period $clk_period [get_ports {write_enable}]

set non_clock_inputs [all_inputs -no_clocks]
set_input_delay [expr $clk_period * $clk_io_pct] -clock clk0 $non_clock_inputs
set_output_delay [expr $clk_period * $clk_io_pct] -clock clk0 [all_outputs]
==> results.json <==
{
  "top_area_share_pct": 51.97,
  "fp_util_pct": 17.90,
  "rsz0062_at_grt": "no",
  "cp-start-kind": "register",
  "end_kind": "primary output",
  "power_frac_seq_pct": 46.5,
  "finalSetupTns_ps": 0,
  "power_frac_clock_pct": 40.8,
  "holdCritPathClass": "reg -> reg",
  "routabilityCongestion": 0.8216,
  "grt_max_degree": 33,
  "grt_pass1_vias": 1948,
  "reg2reg_setup_slack_ps": 3630,
  "fin_util_pct": 35.69,
  "lay_top_count": "clkdlybuf4s50_1",
  "top_area_cell": "dfxtp_1",
  "path_max_fanout": 1,
  "place_inst": 503,
  "critPathArrivalTime_ps": 1120,
  "power.density_nw_per_um2": 407.8,
  "switchingPower_w": 0.0004019,
  "final_cell_mix": "192 x clkdlybuf4s50_1, 65 x dfxtp_1, 33 x edfxtp_1",
  "hold_buffers": 0,
  "coreArea_sq_um": 13990,
  "finalHoldViolations": 0,
  "clock_sink_count": 98,
  "cts_tree": "done",
  "peakVddDrop_mv": 0.3498,
  "p_sw_share_pct": 19.74,
  "timing.final.max_slew_violations": 0,
  "critPathTopFamily": "buffers and inverters",
  "status": "complete, no violations",
  "die_x_microns": 140,
  "cp.required_ps": 4000,
  "comb_power_share_pct": 12.6,
  "critical_path_buf_inv_count": 1,
  "yosys_area_sq_um": 2504,
  "topCellsByArea": "dfxtp_1 52%, edfxtp_1 40%, buf_4 4.5%",
  "critPathKind": "reg -> out",
  "viasPerCell": 3.468,
  "fin_cells": 523,
  "grt_pass1_wl_mm": 12.22,
  "drive_gt1_share_pct": 6.997,
  "dp_hpwl_mm": 7.453,
  "power.internal_w": 0.001634,
  "p_leak_nw": 1.888,
  "clk_pin_slew_ps": 60,
  "max_cap_violations": 0,
  "synth-seq-cells": 98,
  "overflow": 0,
  "cpMaxStageDelayCell": "clkdlybuf4s50_1",
  "syn_to_final_growth_pct": 99.40,
  "post-place-ws_ps": 2902,
  "syn_area_per_cell_sq_um": 18.97,
  "setup_ws_ps": 2883,
  "ys_types": 14,
  "syn_area_sq_um": 2504,
  "postSynthCellCount": 132,
  "post_cts_resized": 0,
  "ant_nets": 0,
  "drc": 0,
  "ys_cells": 132,
  "portBuffers": 192,
  "finalClockSkew_ps": 2.614,
  "grt_use_total_pct": 8.288,
  "warning_count": 70,
  "die_y_microns": 140,
  "post_drt_wl_per_cell_microns": 16.65,
  "max_stage_delay_ps": 520,
  "insertedDiodeCount": 0,
  "rows": 43,
  "post_cts_buffers": 0,
  "ys_seq_share_pct": 91.55,
  "yosysWarningCount": 11,
  "antenna_found_initial": 0,
  "drt_iter0_drc": 47,
  "crit_chain": "clkdlybuf4s50_1",
  "wl_mm": 8.706,
  "first_pass_iters": 3,
  "finalSetupViolCount": 0,
  "io_pins": 254,
  "chipArea_sq_um": 19600,
  "dr_total_vias": 1814
}
==> logic make-up (layout without fill, tap and decap cells) <==
logic type             count (synthesis)  after routing  share of synthesized area [%]
other                                  2             15                         0.3000
AND-OR/OR-AND                          7              7                          1.699
AND/OR/NAND/NOR                        8              8                          1.649
flip-flops                            98             98                          91.55
buffers and inverters                 17            215                          4.798
==> synthesized netlist by cell type <==
| master | n |
|---|---|
| conb_1 | 2 |
| nand2b_4 | 1 |
| nor2_1 | 4 |
| buf_4 | 15 |
| o21ai_0 | 1 |
| a21oi_1 | 2 |
| o21ai_1 | 2 |
| inv_1 | 2 |
| edfxtp_1 | 33 |
| o31ai_1 | 1 |
| nor3_1 | 1 |
| nand2_1 | 2 |
| a22o_2 | 1 |
| dfxtp_1 | 65 |
==> registers in the layout, indices dropped and copies added (netlist names) <==
register and cells:
_bram.state 3, _bram.axi_araddr 15, _bram.axi_rready 1, _bram.read_data 32, _bram.axi_awaddr 15, _bram.axi_wdata 32
==> metal layers <==
layer / up-vias / track usage [%] / wire, microns
met5: - / 0 / 0
met4: 0 / 2.065 / 233
met3: 17 / 10.83 / 2493
met2: 191 / 10.96 / 3242
met1: 782 / 7.459 / 2737
li1: 824 / - / -
==> tightest hold or removal path, cell delays in order, from the launching register on <==
cell and delay [ps]:
dfxtp_1 340, nand2_1 70, o21ai_1 50
==> stage by stage <==
step,instance area [sq um],hold slack [ps],total power [W]
3_5_place_dp,4597,492.7,0.001228
4_1_cts,4992,511.8,0.002070
3_3_place_gp,4597,486.1,0.001224
5_1_grt,4992,553.9,0.002122
6_report,4992,506.8,0.002036
2_1_floorplan,2552,463.8,0.001003
==> path summary, 6_finish.rpt <==
check	from	end	depth (start not counted)
worst min register to register	_bram.state[2]	_bram.state[0]	2
min in group clk1	read_addr[0]	_bram.axi_araddr[0]	1
worst max register to register	_bram.state[1]	_bram.read_data[8]	3
worst min-delay path	_bram.state[2]	_bram.state[0]	2
max in group clk2	write_addr[11]	_bram.axi_awaddr[11]	1
min in group clk2	write_addr[12]	_bram.axi_awaddr[12]	1
max in group clk1	read_addr[7]	_bram.axi_araddr[7]	1
worst max-delay path	_bram.axi_awaddr[3]	axi_awaddr[3]	1
==> power groups by stage <==
stage / Sequential, W / Combinational, W / Clock (W)
5_1_grt: 0.000955 / 0.000281 / 0.000886
4_1_cts: 0.000949 / 0.000264 / 0.000857
6_report: 0.000947 / 0.000257 / 0.000831
==> area by class of cell <==
type / count / area, sq um
Multi-Input combinational cell: 30 / 142.6
Tap cell: 180 / 225.2
Sequential cell: 98 / 2292
Clock inverter: 7 / 70.07
Fill cell: 1342 / 8996
Timing Repair Buffer: 193 / 1929
Inverter: 2 / 7.507
Clock buffer: 13 / 325.3
Power figures rest on the tool's default switching activity, not on a simulated workload.
