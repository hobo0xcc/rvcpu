`flow/config.mk`:
```
export PLATFORM = sky130hd
export DESIGN_NAME = prescaler
export DESIGN_NICKNAME = prescaler
export VERILOG_FILES = /design/flow/design.v
export SDC_FILE = /design/flow/constraint.sdc
export NUM_CORES = 4
export LEC_CHECK = 1
export CORE_AREA = 10 10 96 96
export DIE_AREA = 0 0 106 106
```
`flow/constraint.sdc`:
```
current_design prescaler

set clk_period 3.8
set clk_io_pct 0.2

create_clock -name clk0 -period $clk_period [get_ports {clk}]

set non_clock_inputs [all_inputs -no_clocks]
set_input_delay [expr $clk_period * $clk_io_pct] -clock clk0 $non_clock_inputs
set_output_delay [expr $clk_period * $clk_io_pct] -clock clk0 [all_outputs]
```
`flow/design.v`:
```
`timescale 1ns / 1ps
module prescaler #(
    parameter CLK_THRESHOLD = 32'd100_000_000
) (
    input logic clk,
    output logic slow_clk
    );
    logic [31:0] clk_counter = 32'd0;
    logic cur_clk = 0;
    assign slow_clk = cur_clk;
    always_ff @(posedge clk) begin
        if (clk_counter == CLK_THRESHOLD / 2 - 1) begin
            clk_counter <= 32'd0;
            cur_clk <= ~cur_clk;
        end else begin
            clk_counter <= clk_counter + 32'd1;
        end
    end
endmodule
```
`flow/run.sh`:
```
#!/bin/bash
# OpenROAD 26Q1-2900-gdf79404cd8, Yosys 0.63+post, stock flow scripts
make -C /OpenROAD-flow-scripts/flow DESIGN_CONFIG=/design/flow/config.mk WORK_HOME=/design/flow/orfs finish
```
==> reports/results.ini <==
[power]
p_switching_mw=0.121
swShare_pct=17.8
finalPower_mw=0.682
power_density_nw_per_um2=373
cellInternalPower_mw=0.561
clkPwrFrac_pct=49.1
power_leakage_nw=0.612
comb_power_share_pct=0
ir_drop_mv=0.202
sequentialPowerShare_pct=50.9

[die]
core-area_um2=7210
initial_core_util_pct=22.3
chipHeight_um=106
fp-row-count=31
io_pins=2
die_x_um=106
dieArea_um2=11200

[synthesis]
syn_area_um2=1610
area_leaders=dfxtp_1 40%, xnor2_1 9.3%, nand4_1 4.7%, and4_1 3.3%, nand3_1 3.1%
yosysMostFrequentCell=dfxtp_1
yosys_warnings=1
synth_cells=172
synthArstFlopShare_pct=0
synthFlopType=dfxtp_1
ys.flops=33
yosysTopAreaCell=dfxtp_1
syn_avg_cell_area_um2=9.33
synth-edff-count=1
synth_cell_types=36
common_cells=32 x dfxtp_1, 17 x xnor2_1, 12 x nand4_1
ys_area_um2=1610
ys_seq_share_pct=41.8
yosys.area.top_type_share_pct=39.9
ys_cells=172

[clocking]
cts_root_buffer=clkbuf_8
clock_path_buffers=2
clock_latency_ns=0.28
cts_tree=built
htreeDepth=2
cts_setup_buffers=0
cts_made_buffers=5
postCtsHoldBufs=0
path_clk_slew_ns=0.07
cts_sinks=33
cts_resized=0

[placed_design]
pre_cts_slack_ns=1.88
dp.cells=267
dpl_cell_area_um2=1710
post-dp-hpwl_mm=2.27
place.gp.congestion=0.841
io_buffer_count=1

[routing]
wl_mm=3.14
ant_nets=0
dr.pass1.iters=4
dr.first_iter.drc_count=91
avgRoutedWirePerCell_um=11.4
num_vias=1264
avgViaCountPerCell=4.60
drc=0
num_antenna_cells=0

[timing]
relSlewSlack_pct=57.8
tightestPinTransition_ns=0.630
drv_slew=0
hold_viol=0
rsz0062_at_grt=false
setup_viol=0
timing.final.ws_setup_ns=1.86
setup-tns-final_ns=0
min_period_ns=1.94
fmax_mhz=516
hold_ws_ns=0.469
skew_ns=0.00603
min_period_over_period_pct=51.0

[finish]
nFillCells=780
fin_util_pct=25.4
drive_gt1_share_pct=9.09
final-instance-count-excl-fill=275
post-route-cell-area_um2=1830
syn2layout_area_growth_pct=14.0

[critical_path]
critPathLaunch=clk_counter[0]
cp_cell_sequence=ha_1 -> and4_1 -> nand4_1 -> nor3_2 -> buf_4
crit_type=flip-flop to flip-flop
cpPeakStageDelay_ns=0.36
path_delay_family=simple AND/OR/NAND/NOR gates
critPathBufInv=1
rrSetupSlack_ns=1.86
cpMaxStageDelayCell=dfxtp_1
cp-start-kind=flip-flop
rr_startpoint=clk_counter[0]
worstPathArrival_ns=1.93
required_ns=3.79
cp_max_fo=10
cp-end-kind=flip-flop

[global_route]
grt_pass1_vias=1218
grt_pass1_wl_mm=5.72
grt_max_degree=11
grtUsageTotal_pct=5.87
antenna_found_initial=0
gr-total-overflow=0

[hold_path]
hold_start=clk_counter[0]
hp-class=flip-flop to flip-flop

[job]
max_cap_viol_count=0
tool_warnings=25

[run_status]
status=completed

[area by class of cell]
| class | instances | area (µm²) | area share (%) |
|---|---|---|---|
| timing repair buffer | 2 | 17.5 | 0.957 |
| inverter | 2 | 7.51 | 0.410 |
| tap | 99 | 124 | 6.77 |
| clock inverter | 1 | 30.0 | 1.64 |
| multi-input combinational | 131 | 895 | 48.9 |
| sequential | 33 | 671 | 36.6 |
| clock buffer | 7 | 86.3 | 4.72 |
[final timing paths]
path / cells after the start / end
setup reg to reg: 5 / cur_clk
setup / recovery: 5 / cur_clk
hold / removal: 1 / clk_counter[0]
hold reg to reg: 1 / clk_counter[0]
[cell usage in the layout (no fill, tap or decap), types with 2 or more instances in the layout]
cell	count
dfxtp_1	32
xnor2_1	17
nand4_1	12
nand2_1	10
nand3_1	10
nor2_1	10
and3_1	7
nor3_1	7
and4_1	6
a21oi_1	6
clkbuf_8	6
nor4_1	5
o21ai_0	5
xor2_1	5
and2_1	4
nor4b_1	3
or4_1	3
inv_1	2
o31ai_1	2
nand4_4	2
nor3_2	2
or3_1	2
nand4b_1	2
[state kept, by name, indices dropped and copies added (netlist names)]
name         flops
clk_counter     32
cur_clk          1
[power by group through the flow]
stage	combinational (mW)	clock, mW	sequential [mW]
finish	0.000000285	0.335	0.347
global route	0.000000285	0.356	0.347
CTS	0.000000285	0.339	0.347
[metal layers]
| metal | vias up | track usage, % | wire length (µm) |
|---|---|---|---|
| met1 | 574 | 8.41 | 1580 |
| met2 | 32 | 8.57 | 1300 |
| met3 | 8 | 1.65 | 180 |
| met5 | - | 0 | 0 |
| li1 | 650 | - | - |
| met4 | 0 | 1.45 | 74 |
[cells by family (layout without fill, tap and decap cells)]
logic type	Yosys count	after routing	share of synthesized area [%]
buffers and inverters	8	12	2.49
xor gates and xnor gates	22	22	12.0
muxes	1	1	0.624
and+or+nand+nor	92	92	36.9
adders and majority gates	1	1	0.779
DFF	33	33	41.8
AOI/OAI and AO/OA	15	15	5.38
